==> design/flow/config.mk <==
export PLATFORM = sky130hd
export DESIGN_NAME = ALU
export DESIGN_NICKNAME = ALU
export VERILOG_FILES = /design/flow/design.v
export SDC_FILE = /design/flow/constraint.sdc
export NUM_CORES = 4
export LEC_CHECK = 1
export CORE_UTILIZATION = 30
==> design/flow/constraint.sdc <==
current_design ALU

set clk_period 12.2
set clk_io_pct 0.2

create_clock -name clk0 -period $clk_period

set non_clock_inputs [all_inputs -no_clocks]
set_input_delay [expr $clk_period * $clk_io_pct] -clock clk0 $non_clock_inputs
set_output_delay [expr $clk_period * $clk_io_pct] -clock clk0 [all_outputs]
==> design/flow/design.v <==
module halfAdder(sum, carry, in1, in2);
        input in1, in2;
        output sum, carry;
        xor x1(sum, in1, in2);
        and a1(carry, in1, in2);
endmodule
module bit1FullAdder(sum, carry, in1, in2, cin);
        input in1, in2, cin;
        output sum, carry;
        wire s1, c1, c2;
        halfAdder ha1(s1, c1, in1, in2);
        halfAdder ha2(sum, c2, s1, cin);
        or o1(carry, c1, c2);
endmodule
module bit4FullAdder(sum, carry, in1, in2, cin);
        input [3:0] in1, in2;
        input cin;
        output [3:0] sum;
        output carry;
        wire c0, c1, c2;
        bit1FullAdder b1fa1(sum[0], c0, in1[0], in2[0], cin);
        bit1FullAdder b1fa2(sum[1], c1, in1[1], in2[1], c0);
        bit1FullAdder b1fa3(sum[2], c2, in1[2], in2[2], c1);
        bit1FullAdder b1fa4(sum[3], carry, in1[3], in2[3], c2);
endmodule
module bit8FullAdder(sum, carry, in1, in2, cin);
        input [7:0] in1, in2;
        input cin;
        output [7:0] sum;
        output carry;
        wire ctemp;
        bit4FullAdder b4fa1(sum[3:0], ctemp, in1[3:0], in2[3:0], cin);
        bit4FullAdder b4fa2(sum[7:4], carry, in1[7:4], in2[7:4], ctemp);
endmodule
module bit32FullAdder(sum, carry, in1, in2, cin);
        input [31:0] in1, in2;
        input cin;
        output [31:0] sum;
        output carry;
        wire ctemp1, ctemp2, ctemp3;
        bit8FullAdder b8fa1(sum[7:0], ctemp1, in1[7:0], in2[7:0], cin);
        bit8FullAdder b8fa2(sum[15:8], ctemp2, in1[15:8], in2[15:8], ctemp1);
        bit8FullAdder b8fa3(sum[23:16], ctemp3, in1[23:16], in2[23:16], ctemp2);
        bit8FullAdder b8fa4(sum[31:24], carry, in1[31:24], in2[31:24], ctemp3);
endmodule
module bit32And(out, in1, in2);
        input [31:0] in1, in2;
        output [31:0] out;
        assign {out} = in1 & in2;
endmodule
module bit32Or(out, in1, in2);
        input [31:0] in1, in2;
        output [31:0] out;
        assign {out} = in1 | in2;
endmodule
module  bit32Not(out, in1);
        input [31:0] in1;
        output [31:0] out;
        assign {out}= ~in1;  
endmodule
module mux2to1(out, select, in1, in2);
        input in1, in2, select;
        output out;
        wire not_select, w1, w2;
        not(not_select, select);
        and(w1, not_select, in1);
        and(w2, select, in2);
        or(out, w1, w2);
endmodule
module bit32_mux2to1(out, select, in1, in2);
        input [31:0] in1, in2;
        input select;
        output [31:0] out;
        genvar j;
        generate
            for (j=0; j<32 ;j = j+1 ) begin: mux_loop
                mux2to1 m1(out[j], select, in1[j], in2[j]);
            end
        endgenerate
endmodule
module mux3to1(out, select, in1, in2, in3);
        input in1, in2, in3;
        input [1:0] select;
        output out;
        wire w;
        mux2to1 m1(w, select[0], in1, in2); 
        mux2to1 m2(out, select[1], w, in3);
endmodule
module bit32_mux3to1(out, select, in1, in2, in3);
        input [31:0] in1, in2, in3;
        input [1:0] select;
        output [31:0] out;
        genvar j;
        generate
            for (j=0; j<32 ;j = j+1 ) begin: mux_loop
                mux3to1 m1(out[j], select, in1[j], in2[j], in3[j]);
            end
        endgenerate
endmodule
module ALU(Result, in1, in2, Operation, Cin, Carry, Binvert);
        input [31:0] in1, in2;
        input [1:0] Operation;
        input Binvert, Cin;
        output [31:0] Result;
        output Carry;
        wire [31:0] not_in2, mux_out, and_out, or_out, sum;
        bit32Not n1(not_in2, in2);
        bit32_mux2to1 m1(mux_out, Binvert, in2, not_in2);
        bit32FullAdder f1(sum, Carry, in1, mux_out, Cin);
        bit32And a1(and_out, in1, mux_out);
        bit32Or o1(or_out, in1, mux_out);
        bit32_mux3to1 m2(Result, Operation, and_out, or_out, sum);
endmodule
==> design/flow/run.sh <==
#!/bin/bash
# OpenROAD 26Q1-2900-gdf79404cd8, Yosys 0.63+post, stock flow scripts
make -C /OpenROAD-flow-scripts/flow DESIGN_CONFIG=/design/flow/config.mk WORK_HOME=/design/flow/orfs finish
==> ci_impl_report.md <==
### Yosys + OpenROAD results

| Metric | Value |
|---|---|
| Outcome | `finished with violations` |
| Failing checks | `negative setup slack` |
| LEAKAGE | `2.098 nW` |
| Placement Setup Slack | `-5.237 ns` |
| Setup crit end kind | `output pin` |
| Detailed-route wire length | `6.107 mm` |
| Yosys cell count | `372` |
| CP Data Arrival Time | `14.19 ns` |
| Diodes inserted | `0` |
| Remaining number of nets flagged by the antenna check after routing | `0` |
| Max Fanout on Critical Path | `2` |
| Post-detail-place hpwl | `5.089 mm` |
| Number of design rule violations left after detail routing | `0` |
| Type of the tightest min-delay check | `in2out` |
| Period utilisation layout | `136.3%` |
| CP dominant cell by count | `fa_2` |
| FF+latch area | `0 um2` |
| Max-slew violations | `0` |
| Fraction of layout cells with a size suffix above 1 | `21.79%` |
| Number of distinct library cells after synthesis | `20` |
| Wire length per cell after detailed routing | `10.26 um` |
| Avg Synthesized Cell Area | `8.577 um2` |
| Global-route wire length before repair | `10.29 mm` |
| Type of the worst setup path | `in2out` |
| Final Hold Viols | `0` |
| Highest Clock Rate | `0.06013 GHz` |
| Worst ir drop on vdd | `18.08 uV` |
| FP Util | `30.91%` |
| First-pass iteration count of the detailed router | `3` |
| Number of max-cap violations | `0` |
| Slowest stage delay, CP | `0.39 ns` |
| Number of warnings the tools reported | `99` |
| Number of rows created at floorplan | `37` |
| Power density over the cells | `42.71 mW/mm2` |
| Via count normalized by instance count | `4.027` |
| Synthesized netlist cell count | `372` |
| Most used cells in the layout excluding fill and tap cells | `clkdlybuf4s50_1 (78), ha_1 (64), inv_1 (62)` |
| Die boundary width | `105.1 um` |
| Count of pins on the block boundary | `101` |
| Dominant logic cell type in the layout | `clkdlybuf4s50_1` |
| Tally of clock buffers in the finished layout | `0` |
| Setup violators final | `15` |
| Placer's final routability congestion estimate | `0.7811` |
| CTS Hold Bufs | `0` |
| Cells on Worst Hold Path | `5` |
| Number of inserted filler cells in the final layout | `1,005` |
| Antenna violations before repair | `0` |
| DIE AREA | `0.01105 mm2` |
| Smallest hold slack | `5.628 ns` |
| Ys Warns | `0` |
| Transition at the pin with the smallest max-transition slack | `0.6765 ns` |
| Vias after detailed routing | `2,396` |
| Flop count | `0` |
| Layout overhead on the synthesized area | `34.63%` |
| Worst Setup Slack, final | `-4.431 ns` |
| Crit path time final | `16.63 ns` |
| Final non-filler cell total | `595` |
| Setup repair after global routing missed its margin | `yes` |
| Largest net degree at the start of global routing | `65` |
| Worst path slowest cell | `fa_1` |
| Core Footprint | `0.01032 mm2` |
| Mapped cell area | `0.003191 mm2` |
| Portion of the post-synthesis area used by sequential elements | `0%` |
| Post-synth area from yosys stat | `0.003191 mm2` |
| Global route total overflow | `0` |
| DR iter-0 viols | `30` |
| Number of buffer cells added on primary ports | `101` |
| Critical path startpoint category | `input port` |
| Vertical die dimension | `105.1 um` |
| Slew margin rel. | `54.90%` |
| Data required time at the worst endpoint | `9.76 ns` |
| Placed cells | `594` |
| Global Route Usage Sum | `11.57%` |
| Number of global-route vias before repair | `2,362` |
[layout make-up]
| cell class | instances | area [um2] | area share, % |
|---|---|---|---|
| timing repair buffer | 137 | 1212 | 28.23 |
| inverter | 66 | 247.7 | 5.768 |
| tap | 136 | 170.2 | 3.962 |
| multi-input combinational | 256 | 2665 | 62.04 |
[repair_timing]
| action | 4_1_cts | 5_1_grt |
|---|---|---|
| buffers inserted | 1 | 0 |
| resized | 62 | 3 |
| setup endpoints to repair | 17 | 16 |
| pin swaps | 2 | 1 |
| gates cloned | 0 | 0 |
[logic make-up after synthesis]
family / after synthesis / share of synthesized area, %
fa+ha+maj: 96 / 45.18
buf+inv: 116 / 19.73
xor+xnor: 32 / 8.784
compound gates: 32 / 9.608
simple gates: 96 / 16.71
[power by group]
group / leakage [nW] / switching, mW / internal (mW)
logic: 2.10 / 0.0756 / 0.108
clock network: 0 / 0 / 0
registers: 0 / 0 / 0
[path summary, 6_finish.rpt]
kind	start	to	slack [ns]
min	Operation[1]	Result[31]	5.63
max	in2[0]	Result[31]	-4.43
[worst max-delay path: cells and delay by family]
family                   cells  cell delay, ns
AND/OR/NAND/NOR              1            0.09
adder cells (fa/ha/maj)     32           11.08
buffers and inverters        4            0.33
AND-OR/OR-AND                1            0.07
XOR/XNOR                     1            0.16
[cell usage after synthesis]
library cell / n / area, um2
and2_1: 15 / 93.84
and2b_1: 2 / 15.01
buf_2: 7 / 35.03
buf_4: 33 / 247.7
buf_6: 5 / 56.30
buf_8: 2 / 30.03
clkbuf_1: 2 / 7.510
clkbuf_2: 1 / 5.000
fa_1: 32 / 640.6
ha_1: 64 / 800.8
inv_1: 66 / 247.7
nand2_1: 17 / 63.81
nand2b_1: 7 / 43.79
nor2_1: 15 / 56.30
nor2b_1: 32 / 200.2
o31a_1: 17 / 148.9
o31ai_1: 6 / 45.04
o31ai_2: 9 / 112.6
or2b_1: 8 / 60.06
xor2_1: 32 / 280.3
[routing by layer]
| layer | share of wire (%) | up-vias | track usage, % |
|---|---|---|---|
| li1 | - | 1241 | - |
| met1 | 46 | 1104 | 15.85 |
| met2 | 50 | 51 | 21.38 |
| met3 | 3.8 | 0 | 0.8259 |
| met4 | 0 | 0 | 0 |
| met5 | 0 | - | 0 |
[metrics by stage]
stage               power, mW  utilization (%)  setup TNS, ns  area [um2]
finish                 0.1834            41.61         -36.05        4295
global route           0.2117            41.61         -39.95        4295
CTS                    0.1882            41.52         -36.91        4287
detailed placement     0.1952            41.98         -48.83        4334
global placement       0.1932            41.98         -48.01        4334
floorplan              0.1275                -         -33.21        3306
Power is estimated from default activity; no workload was simulated.
