==> design/flow/design.v <==
module InstructionMemory32(instruction, ProgramCounter, clk);
	input[31:0] ProgramCounter;
	input clk;
	output[31:0] instruction;
	reg [31:0] memory [0:31];
	reg [31:0] instruction;
	integer addr;
	initial
		begin
			memory[0] = 32'b00000001000010010101000000100000;   
			memory[1] = 32'b00000001000010010101000000100001;   
			memory[2] = 32'b00100001000010010001100100100110;   
			memory[3] = 32'b00100101000010010001100100100110;   
			memory[4] = 32'b00000001000010010101000000100100;   
			memory[5] = 32'b00110001000010010001100100100110;   
			memory[6] = 32'b00000001000010010101000000011010;   
			memory[7] = 32'b00000001000010010101000000011011;   
			memory[8] = 32'b00000001000010010101000000011000;   
			memory[9] = 32'b00000001000010010101000000011001;   
			memory[10] = 32'b00000001000010010101000000100111;   
			memory[11] = 32'b00000001000010010101000000100101;   
			memory[12] = 32'b00110101000010010001100100100110;   
			memory[13] = 32'b00000001000010010101000000100010;   
			memory[14] = 32'b00000001000010010101000000100011;   
			memory[15] = 32'b00000001000010010101000000100110;   
			memory[16] = 32'b00111001000010010001100100100110;   
			memory[17] = 32'b00000001000010010101000000101010;   
			memory[18] = 32'b00000001000010010101000000101011;   
			memory[19] = 32'b00101001000010010001100100100110;   
			memory[20] = 32'b00101101000010010001100100100110;   
			memory[21] = 32'b00010001000010010001100100100110;   
			memory[22] = 32'b00000101000010010001100100100110;   
			memory[23] = 32'b00001000000000000001100100100110;   
			memory[24] = 32'b00000100000000000001100100100110;   
			memory[25] = 32'b00000000000000000000000000001001;   
			memory[26] = 32'b00000001000000000000000000001000;   
			memory[27] = 32'b10001101000010010001100100100110;   
			memory[28] = 32'b10101101000010010001100100100110;   
			memory[29] = 32'b01101000000000000000000000000000;   
			memory[30] = 32'b00000000000000000000000000000000;   
			memory[31] = 32'b00000000000000000000000000000000;   
		end
	always @(posedge clk) begin
		addr = ProgramCounter[31:0];
		instruction = memory[addr/4];
	end
endmodule
==> design/flow/run.sh <==
#!/bin/bash
# OpenROAD 26Q1-2900-gdf79404cd8, Yosys 0.63+post, stock flow scripts
make -C /OpenROAD-flow-scripts/flow DESIGN_CONFIG=/design/flow/config.mk WORK_HOME=/design/flow/orfs finish
==> design/flow/config.mk <==
export PLATFORM = sky130hd
export DESIGN_NAME = InstructionMemory32
export DESIGN_NICKNAME = InstructionMemory32
export VERILOG_FILES = /design/flow/design.v
export SDC_FILE = /design/flow/constraint.sdc
export NUM_CORES = 4
export LEC_CHECK = 1
export CORE_AREA = 10 10 78 78
export DIE_AREA = 0 0 88 88
==> design/flow/constraint.sdc <==
current_design InstructionMemory32

set clk_period 3.7
set clk_io_pct 0.2

create_clock -name clk0 -period $clk_period [get_ports {clk}]

set non_clock_inputs [all_inputs -no_clocks]
set_input_delay [expr $clk_period * $clk_io_pct] -clock clk0 $non_clock_inputs
set_output_delay [expr $clk_period * $clk_io_pct] -clock clk0 [all_outputs]
==> flow_summary.yaml <==
# generated from flow reports
run_status:
  status: "finished, final reports clean"
critical_path:
  cp.required_ns: 3.86
  path_class: "input pin to flip-flop"
  endpoint_kind: "flip-flop"
  crit_fanout: 11
  start_kind: "input pin"
  arrival_ns: 3.25
sta:
  setup_viol: 0
  finalClockPeriodUsage: 0.835
  tightest_slew_ns: 0.810
  drv_slew: 0
  slew_headroom: 0.456
  fin_crit_ns: 3.09
  setup_ws_ns: 0.610
  hold_viol_final: 0
  rsz0062_at_grt: "false"
  fmax_ghz: 0.324
  final.setup.tns_ns: 0
synthesis:
  netlist_instances: 169
  largest_area_cell: "dfxtp_1"
  yosysWarnings: 1
  top_area_frac: 0.255
  synth_area_mm2: 0.00133
  top_cells_by_area: "dfxtp_1, buf_4, ha_1, o21ai_0, a21oi_1"
  synth_cell_types: 45
  yosys-stat-cells: 169
  seq_area_frac_synth: 0.255
  ys_area_mm2: 0.00133
  synth-seq-cells: 17
  synth_area_per_cell_um2: 7.89
grt:
  grt_overflow: 0
  grt_busiest_layer: "met2"
  grt_max_degree: 14
  antenna_found_initial: 0
  gr-usage-met3: 0.0150
  grt_pass1_vias: 1204
  use_met2: 0.140
  grt_pass1_wl_um: 5460
  grt_use_total: 0.0841
  grtUsageMet1: 0.112
pwr:
  pwr-share-clk: 0.252
  combPwrFrac: 0.353
  leakage_nw: 0.687
  power_density_mw_per_mm2: 325
  p_sw_mw: 0.157
  pwr-share-seq: 0.394
  p_sw_frac: 0.291
  p_int_mw: 0.381
  ir_drop_uv: 108
clock_tree:
  clk_pin_slew_ns: 0.07
  cts.repair.resized: 0
  cts_buffer_depth: 2
  post_cts_buffers: 0
  cts.sink_count: 17
  cts-hold-fix-buffers: 0
  cts-htree-levels: 1
  numCtsBuffers: 3
  root_buffer: "clkbuf_8"
  cts_tree: "yes"
worst_hold_path:
  hold_path_class: "input pin to flip-flop"
final_layout:
  drive_above_1_share: 0.0979
  largest_reg_flops: 17
  n_fill_cell: 458
  area_delta_synth_final_pct: 24.1
route:
  via_per_inst: 4.93
  antenna_cells: 0
  first_iter_violations: 77
  routed_wl_um: 3300
  dr.pass1.iters: 4
  drc_errors: 0
  avgRoutedWirePerCell_um: 13.4
  drtAntennaViolNets: 0
  vias: 1213
floorplan:
  placeableCoreArea_mm2: 0.00441
  initial_utilization: 0.302
  chipArea_mm2: 0.00774
  die_w_um: 88
  die_y_um: 88
  io_pins: 65
  rows: 24
placement:
  post-place-ws_ns: 0.363
  io_buffers: 27
  routabilityCongestion: 0.898
  place_hpwl_um: 2510
flow_run:
  cap_violations: 0
  warning_count: 55
[critical path: stages]
cell	delay (ns)
clkdlybuf4s50_1	0.63
o211ai_1	0.24
inv_1	0.15
ha_1	0.21
nand3_1	0.14
xnor2_1	0.68
a21oi_1	0.10
o311a_1	0.15
a211oi_1	0.21
[kinds of logic (layout without fill, tap and decap cells)]
logic type	Yosys count	after routing	synth area share
xor+xnor	5	5	0.0328
mux	7	7	0.0638
buf+inv	36	49	0.155
flops	17	17	0.255
other cells	1	13	0.00281
fa+ha+maj	9	9	0.0844
compound gates	51	51	0.247
simple gates	43	43	0.159
[layout by cell type, fill, tap and decap left out, drive strengths merged, types with 2 or more instances in the layout]
cell type and count:
clkdlybuf4s50 27, dfxtp 17, nor2 15, o21ai 14, conb 13, a21oi 12
nand2 10, inv 9, ha 9, buf 9, o22ai 4, nor3 4
mux2i 4, o211ai 3, xnor2 3, a211oi 3, clkbuf 3, nand3 3
xor2 2, and2 2, o21a 2, mux2 2, nand2b 2, nor4 2
a31oi 2
[metrics by stage]
| step | power, mW | hold WS, ns | util | cell area, um2 | cells |
|---|---|---|---|---|---|
| 4_1_cts | 0.546 | 1.34 | 0.375 | 1660 | 246 |
| 3_5_place_dp | 0.408 | 1.41 | 0.365 | 1610 | 242 |
| 3_3_place_gp | 0.408 | 1.41 | 0.365 | 1610 | 242 |
| 6_report | 0.538 | 1.34 | 0.375 | 1660 | 246 |
| 2_1_floorplan | 0.327 | 0.998 | - | 1380 | 181 |
| 5_1_grt | 0.577 | 1.38 | 0.375 | 1660 | 246 |
[final cells by class]
cell class / count / area, um2 / share of cell area
clock buffer: 3 / 41.3 / 0.0249
clock inverter: 1 / 5.00 / 0.00302
tap: 52 / 65.1 / 0.0393
sequential: 17 / 340 / 0.206
multi-input combinational: 128 / 832 / 0.503
timing repair buffer: 36 / 338 / 0.204
inverter: 9 / 33.8 / 0.0204
[synthesized netlist by cell type (all sizes together)]
cell,number
ha,9
nor3b,1
clkbuf,7
o32ai,1
xnor2,3
a21oi,12
xor2,2
o2111a,1
o311a,1
mux2i,4
a2111oi,1
a31oi,2
nand2b,2
mux2,2
o21bai,1
a41oi,1
or4,1
conb,1
inv,9
a211oi,3
nand2,10
o41ai,1
o211ai,3
a221oi,1
o21a,2
o21ai,14
nor3,4
nor4,2
o22ai,4
a21o,1
dfxtp,17
nand3,3
buf,20
o221ai,1
nor4b,1
nand4,1
mux4,1
o31a,1
and2,2
or3,1
nor2,15
[path summary, 6_finish.rpt]
path / start / to / slack (ns) / cells after the start
setup / recovery: ProgramCounter[2] / instruction[0]$_DFF_P_ / 0.61 / 9
hold / removal: ProgramCounter[6] / instruction[27]$_SDFF_PN0_ / 1.34 / 3
[power groups by stage]
stage | sequential (mW) | clock [mW] | combinational [mW]
CTS | 0.213 | 0.141 | 0.193
global route | 0.214 | 0.149 | 0.214
finish | 0.212 | 0.136 | 0.190
[routing by layer]
layer,vias up,wire length (um)
met5,-,0
met4,0,19
met3,2,229
met2,43,1520
met1,542,1530
li1,626,-
Power is estimated from default activity; no workload was simulated.
